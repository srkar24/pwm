==> design/flow/design.v <==
`timescale 1ns / 1ps
module pwm_enhanced
    #(parameter int R = 8)
    (
        input logic clk,
        input logic rst,
        input logic [31:0] dvsr,
        input logic [R:0] duty,
        output logic pwm_out
        );
    logic [31:0] q_reg;
    logic [31:0] q_next;
    logic [R-1:0] d_reg;
    logic [R-1:0] d_next;
    logic [R:0] d_ext;
    logic pwm_reg;
    logic pwm_next;
    logic tick;
    always_ff @(posedge clk or posedge rst) begin
        if (rst) begin
            q_reg <= 1'b0;
            d_reg <= 1'b0;
            pwm_reg <= 1'b0;
        end else begin
            q_reg <= q_next;
            d_reg <= d_next;
            pwm_reg <= pwm_next;
        end
    end
    assign q_next = (q_reg == dvsr) ? 1'b0 : (q_reg + 1'b1);
    assign tick = (q_reg == 0) ? 1'b1 : 1'b0;
    assign d_next = (tick == 1'b1) ? (d_reg + 1) : d_reg;
    assign d_ext = {1'b0, d_reg};
    assign pwm_next = (d_ext < duty) ? 1'b1 : 1'b0;
    assign pwm_out = pwm_reg;
endmodule
`timescale 1ns / 1ps
module top_pwm(
    input clk,
    input rst,
    input [3:0] sw,
    output [2:0] rgb
    );
    parameter resolution = 8;
    parameter grad_thresh = 2499999;  
    logic [31:0] dvsr = 4882;  
    logic [resolution:0] duty;
    logic pwm_out1;
    integer counter;
    logic gradient_pulse;
    logic [resolution:0] duty_reg;
    pwm_enhanced #(.R(resolution)) pwm_inst1(.clk(clk), .rst(rst), .dvsr(dvsr), .duty(duty), .pwm_out(pwm_out1));
    always_ff @(posedge clk or posedge rst) begin
        if(rst) begin
            counter <= 0; 
            duty_reg <= 0;   
        end else begin
            if (counter < grad_thresh) begin
                counter <= counter + 1;
                gradient_pulse <= 0;
            end else begin
                counter <= 0;
                gradient_pulse <= 1;
            end
            if (gradient_pulse == 1) begin
                duty_reg <= duty_reg + 1;
            end
            if (duty_reg == 256) begin
                duty_reg <= 0;
            end    
        end    
    end
    assign duty = duty_reg;
    assign rgb[0] = (sw == 4'b0000) ? pwm_out1 : 1'b0;
    assign rgb[1] = 0;
    assign rgb[2] = 0;
endmodule
==> design/flow/run.sh <==
#!/bin/bash
# OpenROAD 26Q1-2900-gdf79404cd8, Yosys 0.63+post, stock flow scripts
make -C /OpenROAD-flow-scripts/flow DESIGN_CONFIG=/design/flow/config.mk WORK_HOME=/design/flow/orfs finish
==> design/flow/config.mk <==
export PLATFORM = sky130hd
export DESIGN_NAME = top_pwm
export DESIGN_NICKNAME = top_pwm
export VERILOG_FILES = /design/flow/design.v
export SDC_FILE = /design/flow/constraint.sdc
export NUM_CORES = 4
export LEC_CHECK = 1
export CORE_UTILIZATION = 50
==> design/flow/constraint.sdc <==
current_design top_pwm

set clk_period 6.9
set clk_io_pct 0.2

create_clock -name clk0 -period $clk_period [get_ports {clk}]

set non_clock_inputs [all_inputs -no_clocks]
set_input_delay [expr $clk_period * $clk_io_pct] -clock clk0 $non_clock_inputs
set_output_delay [expr $clk_period * $clk_io_pct] -clock clk0 [all_outputs]
==> flow_results.xml <==
<?xml version="1.0" encoding="UTF-8"?>
<metrics>
  <group name="finish">
    <metric name="finish.utilization" unit="">0.561</metric>
    <metric name="final_cell_mix" unit="">sky130_fd_sc_hd__dfrtp_1, sky130_fd_sc_hd__nor2_1, sky130_fd_sc_hd__xnor2_1</metric>
    <metric name="number_of_inserted_filler_cells_in_the_final_layout" unit="">725</metric>
    <metric name="drive_gt1_frac" unit="">0.0737</metric>
    <metric name="postLayoutCellArea" unit="um^2">4590</metric>
    <metric name="mostFrequentLayoutCell" unit="">sky130_fd_sc_hd__dfrtp_1</metric>
    <metric name="area.growth.synth_to_final" unit="%">9.04</metric>
  </group>
  <group name="power_and_ir_drop">
    <metric name="cellPowerDensity" unit="nW/um^2">205</metric>
    <metric name="intPower" unit="mW">0.713</metric>
    <metric name="power.switching_fraction" unit="">0.242</metric>
    <metric name="cellLeakagePower" unit="nW">2.01</metric>
    <metric name="power.switching" unit="mW">0.227</metric>
    <metric name="seq_power_share" unit="">0.555</metric>
    <metric name="vdd_drop_max" unit="mV">0.0952</metric>
    <metric name="clock_power_share" unit="">0.366</metric>
    <metric name="combinational_power_share" unit="">0.079</metric>
  </group>
  <group name="floorplanning">
    <metric name="floorplan.core_area" unit="um^2">8180</metric>
    <metric name="die_area" unit="um^2">8790</metric>
    <metric name="cell_row_count" unit="">33</metric>
    <metric name="initial_core_util" unit="">0.515</metric>
    <metric name="die_w" unit="um">93.8</metric>
    <metric name="floorplan.die.height" unit="um">93.8</metric>
    <metric name="io-pin-count" unit="">9</metric>
  </group>
  <group name="clock_network">
    <metric name="clk_latency" unit="ns">0.35</metric>
    <metric name="clk_path_buf_depth" unit="">2</metric>
    <metric name="clock-sinks" unit="">83</metric>
    <metric name="cts.htree.levels" unit="">3</metric>
    <metric name="cts_buffers" unit="">9</metric>
    <metric name="clk_root_buffer_cell" unit="">sky130_fd_sc_hd__clkbuf_8</metric>
    <metric name="cts.repair.resized" unit="">0</metric>
    <metric name="cts_setup_buffers" unit="">0</metric>
    <metric name="path_clk_slew" unit="ns">0.09</metric>
    <metric name="tritoncts" unit="">built</metric>
    <metric name="cts-hold-fix-buffers" unit="">0</metric>
  </group>
  <group name="run">
    <metric name="stage_log_warnings" unit="">28</metric>
    <metric name="cap_viol_max_count" unit="">0</metric>
  </group>
  <group name="detailed_routing">
    <metric name="drt.antenna.violating_nets" unit="">0</metric>
    <metric name="drc" unit="">0</metric>
    <metric name="detail_route.antenna_diodes" unit="">0</metric>
    <metric name="drt_pre_antenna_iters" unit="">4</metric>
    <metric name="drt_first_iter_violations" unit="">144</metric>
    <metric name="average_wire_per_cell_in_the_routed_design" unit="um">13.1</metric>
    <metric name="routed_wl" unit="mm">7.07</metric>
    <metric name="via_per_inst" unit="">5.26</metric>
    <metric name="num_vias" unit="">2836</metric>
  </group>
  <group name="worst_setup_path">
    <metric name="r2r_start" unit="">counter[0]$_DFF_PP0_</metric>
    <metric name="rrSetupSlack" unit="ns">4.56</metric>
    <metric name="critical_path.cell_chain" unit="">clkdlybuf4s50_1, nor4_1, and2_1, clkdlybuf4s50_1</metric>
    <metric name="worst_r2r_path_depth" unit="">5</metric>
    <metric name="cp.required" unit="ns">5.52</metric>
    <metric name="timing.critical_path.slowest_stage_cell" unit="">sky130_fd_sc_hd__clkdlybuf4s50_1</metric>
    <metric name="timing.critical_path.slowest_cell_delay" unit="ns">0.46</metric>
    <metric name="worstSetupEndpointType" unit="">primary output</metric>
    <metric name="critPathTopFamily" unit="">buffers and inverters</metric>
    <metric name="critical_path_buf_inv_count" unit="">2</metric>
    <metric name="cell_type_with_the_highest_occurrence_count_on_the_critical_path" unit="">sky130_fd_sc_hd__clkdlybuf4s50_1</metric>
    <metric name="setup.worst_path.start_class" unit="">input port</metric>
    <metric name="critical_path_data_arrival_time" unit="ns">2.64</metric>
    <metric name="setup_crit_path_kind" unit="">input port to primary output</metric>
    <metric name="worstReg2RegEnd" unit="">gradient_pulse$_DFFE_PN_</metric>
    <metric name="largest_fanout_on_the_critical_path" unit="">1</metric>
  </group>
  <group name="status">
    <metric name="outcome" unit="">complete, no violations</metric>
  </group>
  <group name="worst_hold_path">
    <metric name="hold_path_end" unit="">duty_reg[4]$_DFFE_PP0P_</metric>
    <metric name="depth_of_the_worst_hold_timing_path" unit="">1</metric>
    <metric name="min-delay-start" unit="">duty_reg[4]$_DFFE_PP0P_</metric>
    <metric name="holdCritPathClass" unit="">flip-flop to flip-flop</metric>
  </group>
  <group name="synthesis">
    <metric name="synth.ff_latch_count" unit="">83</metric>
    <metric name="ys_area" unit="um^2">4210</metric>
    <metric name="ys_cells" unit="">415</metric>
    <metric name="ys_warn_count" unit="">2</metric>
    <metric name="synth.avg_cell_area" unit="um^2">10.1</metric>
    <metric name="ys_types" unit="">45</metric>
    <metric name="gate_count_after_technology_mapping" unit="">415</metric>
    <metric name="syn_area" unit="um^2">4210</metric>
    <metric name="ys_seq_frac" unit="">0.495</metric>
  </group>
  <group name="place">
    <metric name="gp_congestion" unit="">0.806</metric>
    <metric name="portBuffers" unit="">6</metric>
    <metric name="detailedPlacementHpwl" unit="mm">4.91</metric>
    <metric name="pre_cts_ws" unit="ns">2.86</metric>
    <metric name="placed_cell_area" unit="um^2">4400</metric>
  </group>
  <group name="final_timing">
    <metric name="timing.final.hold_violations" unit="">0</metric>
    <metric name="layout_worst_path_cycle_share" unit="">0.583</metric>
    <metric name="layout_skew" unit="ns">0.0123</metric>
    <metric name="finalSetupViolations" unit="">0</metric>
    <metric name="tightestPinTransition" unit="ns">0.707</metric>
    <metric name="tns" unit="ns">0</metric>
    <metric name="achievable-frequency" unit="MHz">249</metric>
    <metric name="setup_ws" unit="ns">2.88</metric>
    <metric name="grt_setup_unrepaired" unit="">no</metric>
    <metric name="layout_min_cycle_time" unit="ns">4.02</metric>
    <metric name="maxSlewHeadroom" unit="">0.525</metric>
    <metric name="timing_max_transition_violations_final" unit="">0</metric>
  </group>
  <group name="global_routing">
    <metric name="first_global_vias" unit="">2716</metric>
    <metric name="grt_start_max_net_pins" unit="">56</metric>
    <metric name="first_pass_grt_wire_length" unit="mm">12.4</metric>
    <metric name="antenna_found_initial" unit="">0</metric>
    <metric name="grt_use_total" unit="">0.181</metric>
    <metric name="grt_remaining_overflow" unit="">0</metric>
  </group>
</metrics>
-- cells in the mapped netlist, drive strengths merged --
master	number	share of area
nor4	19	0.035
a221o	1	0.0024
buf	6	0.0083
or4	2	0.0036
a211oi	1	0.0018
clkbuf	1	0.00089
inv	22	0.020
a211o	1	0.0021
nand2	30	0.027
o21a	1	0.0018
a2111oi	1	0.0036
nor3b	1	0.0018
o31ai	1	0.0018
nor2	55	0.049
a311o	1	0.0024
o22ai	1	0.0015
a21oi	5	0.0059
nand3b	1	0.0018
xor2	29	0.060
or2	2	0.0030
dfrtp	82	0.49
ha	14	0.042
nand4	25	0.041
and4	2	0.0042
and2	2	0.0030
o21ai	4	0.0048
or3	3	0.0045
mux2i	1	0.0024
nor2b	2	0.0030
edfxtp	1	0.0071
conb	1	0.00089
or3b	1	0.0021
xnor2	42	0.087
and3	7	0.010
nor3	13	0.017
o2111ai	1	0.0021
mux2	1	0.0027
a21boi	1	0.0018
nand3	30	0.038
nor4b	1	0.0056
-- metal layers --
layer  up-vias  track usage  wire length, um
li1       1465            -                -
met1      1344        0.303             3770
met2        18        0.267             3040
met3         9       0.0288              150
met4         0       0.0282              114
met5         -            0                0
-- power groups by stage --
stage / clock (mW) / combinational [mW] / sequential [mW]
after CTS: 0.356 / 0.0769 / 0.522
after global routing: 0.379 / 0.0864 / 0.525
final: 0.344 / 0.0746 / 0.522
-- cell families (layout without fill, tap and decap cells) --
kind of cell             after synthesis  after routing  share of synthesized area
other                                  1              2                   0.000891
XOR/XNOR                              71             71                      0.148
AND/OR/NAND/NOR                      196            196                      0.249
buffers and inverters                 29             47                     0.0288
multiplexers                           2              2                    0.00505
adder cells (fa/ha/maj)               14             14                     0.0416
flip-flops                            83             83                      0.495
AND-OR/OR-AND                         19             19                     0.0318
-- area by class of cell --
type	instances	area, um^2	share of cell area
Multi-Input combinational cell	304	2020	0.439
Clock buffer	11	141	0.0308
Sequential cell	83	2080	0.454
Tap cell	105	131	0.0286
Timing Repair Buffer	9	82.6	0.0180
Clock inverter	5	52.6	0.0115
Inverter	22	83.8	0.0183
-- worst max-delay path by stage --
stage / from / to / slack (ns) / cells past startpoint
CTS: sw[1] / rgb[0] / 2.85 / 4
global route: sw[1] / rgb[0] / 2.82 / 4
finish: sw[1] / rgb[0] / 2.88 / 4
-- per-stage QoR --
stage / instances / power [mW] / hold WS [ns]
global placement: 523 / 0.607 / 0.466
CTS: 539 / 0.955 / 0.485
global route: 539 / 0.990 / 0.500
detailed placement: 523 / 0.608 / 0.472
finish: 539 / 0.940 / 0.483
floorplan: 416 / 0.588 / 0.443
No activity file was given, so power comes from the tool's default toggle rates.
